<file path="design/flow/config.mk">
export PLATFORM = sky130hd
export DESIGN_NAME = twos_Comp
export DESIGN_NICKNAME = twos_Comp
export VERILOG_FILES = /design/flow/design.v
export SDC_FILE = /design/flow/constraint.sdc
export NUM_CORES = 4
export LEC_CHECK = 1
export CORE_AREA = 10 10 70 70
export DIE_AREA = 0 0 80 80
</file>
<file path="design/flow/constraint.sdc">
current_design twos_Comp

set clk_period 1.7
set clk_io_pct 0.2

create_clock -name clk0 -period $clk_period

set non_clock_inputs [all_inputs -no_clocks]
set_input_delay [expr $clk_period * $clk_io_pct] -clock clk0 $non_clock_inputs
set_output_delay [expr $clk_period * $clk_io_pct] -clock clk0 [all_outputs]
</file>
<file path="design/flow/design.v">
`timescale 1ns / 1ps
module twos_Comp(
        input [7:0] calc_out,
        input OP1,
        output reg[7:0] binary_for_bcd,
        output reg neg_flag
    );
    always @(calc_out, OP1) begin
            if (OP1 == 1) begin
                binary_for_bcd = calc_out;
                neg_flag = 0;
            end
            else if (~OP1 & calc_out[7] & calc_out[4]) begin
                binary_for_bcd[7] = 0;
                binary_for_bcd[6] = 0;
                binary_for_bcd[5] = 0;
                binary_for_bcd[4] = 0;
                binary_for_bcd[3] = calc_out[3] ^ 1;
                binary_for_bcd[2] = calc_out[2] ^ 1;
                binary_for_bcd[1] = calc_out[1] ^ 1;
                binary_for_bcd[0] = calc_out[0] ^ 1;
                binary_for_bcd = binary_for_bcd + 1;
                neg_flag = 1;
            end
            else if (~OP1 & ~calc_out[7] & ~(calc_out[3])) begin
                binary_for_bcd[7] = 0;
                binary_for_bcd[6] = 0;
                binary_for_bcd[5] = 0;
                binary_for_bcd[4] = 0;
                binary_for_bcd[3] = calc_out[3];
                binary_for_bcd[2] = calc_out[2];
                binary_for_bcd[1] = calc_out[1];
                binary_for_bcd[0] = calc_out[0];
                neg_flag = 0;
            end
              else if (~OP1 & ~calc_out[7] & calc_out[3]) begin
                binary_for_bcd[7] = 0;
                binary_for_bcd[6] = 0;
                binary_for_bcd[5] = 0;
                binary_for_bcd[4] = 0;
                binary_for_bcd[3] = calc_out[3] ^ 1;
                binary_for_bcd[2] = calc_out[2] ^ 1;
                binary_for_bcd[1] = calc_out[1] ^ 1;
                binary_for_bcd[0] = calc_out[0] ^ 1;
                binary_for_bcd = binary_for_bcd + 1;
                neg_flag = 1;
            end
            else begin
                binary_for_bcd = {1'b0, calc_out[6:0] };
                neg_flag = 0;
            end
            if (binary_for_bcd == 16) begin
                binary_for_bcd = 0;
                neg_flag = 0;
            end
    end
endmodule
</file>
<file path="design/flow/run.sh">
#!/bin/bash
# OpenROAD 26Q1-2900-gdf79404cd8, Yosys 0.63+post, stock flow scripts
make -C /OpenROAD-flow-scripts/flow DESIGN_CONFIG=/design/flow/config.mk WORK_HOME=/design/flow/orfs finish
</file>
==> out/results.ini <==
[power]
leakagePower_nw = 0.256
power_density_mw_per_mm2 = 229
vdd_drop_max_mv = 0.0362
internal_power_mw = 0.0826
seqPwrFrac_pct = 0
p_switching_mw = 0.0490
p_comb_share_pct = 100.0
power.share.clock_pct = 0
p_sw_share_pct = 37.2
p_total_mw = 0.132

[synthesis]
synthesis.area_um2 = 183
ys_sh_xor_pct = 4.79
ys_cells = 29
ys_sh_adder_pct = 6.85
postSynthAreaPerCell_um2 = 6.30
ys_seq_share_pct = 0
synth-simple-area-share_pct = 36.3
logic_family = simple AND/OR/NAND/NOR gates
mux_share_pct = 13.7
yosys.cell_types.count = 16
syn_inst = 29
topCellsByArea = a31oi_1 (10%), inv_1 (10%), o21ai_0 (8.2%), mux2_4 (8.2%), nor2_1 (8.2%)
ys_warn_count = 1
yosysTopAreaCell = a31oi_1
ys_area_um2 = 183
aoi_share_pct = 26.0
top_area_share_pct = 10.3

[route]
vias_per_cell = 2.98
vias = 319
drt_first_iter_violations = 13
wire_per_inst_um = 9.54
wl_um = 1020
dr.pass1.iters = 2
ant_nets = 0
drc = 0
num_antenna_cells = 0

[final_timing]
setup_violations = 5
hold_viol_final = 0
hold_ws_ps = 945
post-route-period-util_pct = 107
min_period_ps = 1810
drv_slew = 0
tightest_slew_ps = 266
rsz0062_at_grt = true
fin_ws_ps = -115
fmax_mhz = 551
slew_headroom_pct = 82.1

[layout]
area_growth_pct = 214
regArea_um2 = 0
seq_cells = 0
layout_top_cell = buf_4
clock_buffers = 0
final_area_um2 = 574
drive_above_1_share_pct = 68.9
mostFrequentLayoutCells = buf_4 (14), buf_2 (6)

[setup_path]
worst-endpoint-required_ps = 1360
crit_chain = buf_2, buf_4, inv_1, a21oi_2, buf_4, nor2b_1, clkdlybuf4s50_1
start_kind = input port
worstPathMaxFanout = 4
cpMaxStageDelayCell = clkdlybuf4s50_1
cpMostUsedCell = buf_4
arrival_ps = 1470
cp_slowest_stage_delay_ps = 470
crit_path_end_kind = primary output
crit_type = in -> out

[global_routing]
grt_pass1_wl_um = 1560
overflow = 0
gr-usage-all-layers_pct = 2.92
antenna_found_initial = 0
grt_pass1_vias = 331
grt_max_degree = 7

[flow_run]
warning_count = 34
max_cap_viol_count = 0

[hold_path]
holdPathStages = 3
hold_path_startpoint = calc_out[3]
hold_end = binary_for_bcd[3]
hp-class = in -> out

[placement]
hpwlAfterDp_um = 811
place_ws_ps = -894
place_congestion = 0.797
port_buffers = 18
dpl-instance-area_um2 = 492

[run_status]
outcome = complete, but fails checks
violations = negative setup slack

[die]
chipArea_mm2 = 0.00640
ios = 18
die_height_um = 80
fp_util_pct = 5.35
fp.dieW_um = 80
fp-row-count = 21
fp.coreArea_mm2 = 0.00342

metrics by stage:
stage / std cells / TNS (ps) / utilization, %
2_1_floorplan: 29 / 0 / -
3_3_place_gp: 102 / -5190 / 14.4
3_5_place_dp: 102 / -5290 / 14.4
4_1_cts: 105 / -289 / 16.3
5_1_grt: 107 / -580 / 16.8
6_report: 107 / -292 / 16.8
synthesized netlist by cell type:
master    count
o21ai_0       3
clkbuf_1      1
a21oi_1       1
and2_1        1
mux2i_1       1
nor3_2        1
a31oi_1       3
inv_1         5
or3_1         2
a41oi_1       1
nor2_1        4
ha_1          1
xor2_1        1
nor4bb_1      1
nor2b_1       2
mux2_4        1
final cells by class:
| class | count | area [µm²] |
|---|---|---|
| fill | 382 | 2840 |
| timing repair buffer | 33 | 269 |
| multi-input combinational | 23 | 224 |
| tap | 46 | 57.6 |
| inverter | 5 | 23.8 |
repair_timing:
item	in CTS	in global routing
hold buffers	0	0
endpoints found under the setup margin	9	5
pin swaps	13	8
gates resized	65	9
setup buffers	4	2
power by group through the flow:
stage	Sequential [mW]	Clock, mW	Combinational, mW
6_report	0	0	0.132
5_1_grt	0	0	0.145
4_1_cts	0	0	0.123
kinds of logic (layout without fill, tap and decap cells):
kind of cell	count (synthesis)	in the layout
mux	2	2
buf+inv	6	38
xor+xnor	1	1
fa+ha+maj	1	1
compound gates	8	8
simple gates	11	11
worst max-delay path: cells and delay by family:
kind / cells / cell delay [ps]
buffers and inverters: 5 / 950
and+or+nand+nor: 1 / 100
AOI/OAI and AO/OA: 1 / 90
how the worst max path moves through the flow:
stage	start	end	cells after the start	slack (ps)
after global routing	calc_out[4]	binary_for_bcd[6]	7	-190
after CTS	calc_out[7]	binary_for_bcd[4]	8	-140
final	calc_out[4]	binary_for_bcd[6]	7	-110
routing by layer:
| metal | GRT usage [%] | vias to the layer above | share of wire [%] |
|---|---|---|---|
| met3 | 0.909 | 0 | 8.7 |
| met2 | 5.06 | 8 | 50 |
| met1 | 3.65 | 145 | 41 |
| met4 | 0 | 0 | 0 |
| li1 | - | 166 | - |
| met5 | 0 | - | 0 |
Power and IR drop assume default switching activity.
