==> design.v <==
`timescale 1ns / 1ps
module button_pulse(
		    input clk,
		    input raw_button,
		    output button_pulse
		    );
    localparam N = 3;
    reg [N - 1:0] Q_reg;
    always @(posedge clk)
    begin
        Q_reg <= {Q_reg[N - 2:0], raw_button};
    end
    assign button_pulse = (&Q_reg[N - 2:0]) & ~Q_reg[N-1];
endmodule
`timescale 1ns / 1ps
module combo_lock(
    input clk, left_btn, right_btn, up_btn, down_btn, clear_btn, set_switch,
    output [3:0] state_led,
    output led_g, led_r, led_b
    );
    wire left_debounce;
    wire right_debounce;
    wire up_debounce;
    wire down_debounce;
    wire clear_debounce;
    wire [1:0] colors;
    button_pulse left_b (
        .clk(clk),
        .raw_button(left_btn),
        .button_pulse(left_debounce)
    );
    button_pulse right_b (
        .clk(clk),
        .raw_button(right_btn),
        .button_pulse(right_debounce)
    );
    button_pulse up_b (
        .clk(clk),
        .raw_button(up_btn),
        .button_pulse(up_debounce)
    );    
    button_pulse down_b (
        .clk(clk),
        .raw_button(down_btn),
        .button_pulse(down_debounce)
    );    
     button_pulse clear_b (
        .clk(clk),
        .raw_button(clear_btn),
        .button_pulse(clear_debounce)
    );
    fsm_set_and_lock fsm1 (
        .clk(clk),
        .clear_btn(clear_debounce),
        .left_btn(left_debounce),
        .right_btn(right_debounce),
        .up_btn(up_debounce),
        .down_btn(down_debounce),
        .set_switch(set_switch),
        .state(state_led),
        .password(),
        .color(colors)
    );
    led_color_rygb led1 (
        .clk(clk),
        .reset(clear_debounce),
        .color(colors),
        .led_r(led_r),
        .led_g(led_g),
        .led_b(led_b)
    );
endmodule
`timescale 1ns / 1ps
module fsm_set_and_lock(
    input clk, clear_btn, left_btn, right_btn, up_btn, down_btn, set_switch,
    output reg[3:0] state,
    output reg[15:0] password,
    output reg [1:0] color
    );
    parameter left = 4'b0001;
    parameter right = 4'b0010;
    parameter up = 4'b0100;
    parameter down = 4'b1000;
    parameter IDLE = 0;
    parameter FirstGuess = 1;
    parameter OneCorr = 2;
    parameter TwoCorr = 3;
    parameter ThreeCorr = 4;
    parameter FourCorr = 5;
    parameter OneWrong = 6;
    parameter TwoWrong = 7;
    parameter ThreeWrong = 8;
    parameter FourWrong = 9;
    parameter FirstSet = 10;
    parameter SetOne = 11;
    parameter SetTwo = 12;
    parameter SetThree = 13;
    parameter SetFour = 14;
    reg[3:0] next_state;
    reg[1:0] color_select;
    reg[15:0] next_pass;
    initial begin
        next_pass = 0;
        next_state = 0;
        color_select = 2'b01;
    end
    always@(posedge clk or posedge clear_btn)
    begin
        if(clear_btn)
        begin
            state <= IDLE;
        end
        else
        begin
            state <= next_state; 
            password <= next_pass;
            color <= color_select;
        end
    end
    always@(*)
    begin
        next_state = state;
        color_select = color;
        next_pass = password;
        case(state)
            IDLE:
                begin
                    color_select = 2'b10;
                    if(set_switch)
                        next_state = FirstSet;
                    else
                        next_state = FirstGuess;
                end
            FirstSet:
                begin
                    color_select = 2'b01;       
                    next_pass = 16'hFFFF;
                    if(left_btn)
                    begin
                        next_pass[3:0] = left;
                        next_state = SetOne;
                    end else if (right_btn)
                    begin
                        next_pass[3:0] = right;
                        next_state = SetOne;
                    end else if (up_btn)
                    begin
                        next_pass[3:0] = up;
                        next_state = SetOne;
                    end else if (down_btn)
                    begin
                        next_pass[3:0] = down;
                        next_state = SetOne;
                    end 
                end
          SetOne:
                begin
                    color_select = 2'b01;
                    if(left_btn)
                    begin
                        next_pass[7:4] = left;
                        next_state = SetTwo;
                    end else if (right_btn)
                    begin
                        next_pass[7:4] = right;
                        next_state = SetTwo;
                    end else if (up_btn)
                    begin
                        next_pass[7:4] = up;
                        next_state = SetTwo;
                    end else if (down_btn)
                    begin
                        next_pass[7:4] = down;
                        next_state = SetTwo;
                    end                 
                end      
           SetTwo:
                begin
                    color_select = 2'b01;
                    if(left_btn)
                    begin
                        next_pass[11:8] = left;
                        next_state = SetThree;
                    end else if (right_btn)
                    begin
                        next_pass[11:8] = right;
                        next_state = SetThree;
                    end else if (up_btn)
                    begin
                        next_pass[11:8] = up;
                        next_state = SetThree;
                    end else if (down_btn)
                    begin
                        next_pass[11:8] = down;
                        next_state = SetThree;
                    end                  
                end      
           SetThree:
                begin
                    color_select = 2'b01;
                    if(left_btn)
                    begin
                        next_pass[15:12] = left;
                        next_state = SetFour;
                    end else if (right_btn)
                    begin
                        next_pass[15:12] = right;
                        next_state = SetFour;
                    end else if (up_btn)
                    begin
                        next_pass[15:12] = up;
                        next_state = SetFour;
                    end else if (down_btn)
                    begin
                        next_pass[15:12] = down;
                        next_state = SetFour;
                    end               
                end  
         SetFour:
                begin
                    password = next_pass;               
                    color_select = 2'b11;            
                end
         FirstGuess:
                begin
                    color_select = 2'b01;
                    if(left_btn)
                    begin  
                        if(password[3:0] == left)
                            next_state = OneCorr;
                        else 
                            next_state = OneWrong;  
                    end else if (right_btn)
                    begin
                        if(password[3:0] == right)
                            next_state = OneCorr;
                        else 
                            next_state = OneWrong;
                    end else if (up_btn)
                    begin
                        if(password[3:0] == up)
                            next_state = OneCorr;
                        else
                            next_state = OneWrong;    
                    end else if (down_btn)
                    begin
                        if(password[3:0] == down)
                            next_state = OneCorr;
                        else 
                            next_state = OneWrong;
                    end
                end
         OneCorr:
                begin
                    color_select = 2'b01;
                    if(left_btn)
                    begin  
                        if(password[7:4] == left)
                            next_state = TwoCorr;
                        else 
                            next_state = TwoWrong;  
                    end else if (right_btn)
                    begin
                        if(password[7:4] == right)
                            next_state = TwoCorr;
                        else 
                            next_state = TwoWrong;
                    end else if (up_btn)
                    begin
                        if(password[7:4] == up)
                            next_state = TwoCorr;
                        else
                            next_state = TwoWrong;    
                    end else if (down_btn)
                    begin
                        if(password[7:4] == down)
                            next_state = TwoCorr;
                        else 
                            next_state = TwoWrong;
                    end
                end                
         TwoCorr:
                begin
                    color_select = 2'b01;
                    if(left_btn)
                    begin  
                        if(password[11:8] == left)
                            next_state = ThreeCorr;
                        else 
                            next_state = ThreeWrong;  
                    end else if (right_btn)
                    begin
                        if(password[11:8] == right)
                            next_state = ThreeCorr;
                        else 
                            next_state = ThreeWrong;
                    end else if (up_btn)
                    begin
                        if(password[11:8] == up)
                            next_state = ThreeCorr;
                        else
                            next_state = ThreeWrong;    
                    end else if (down_btn)
                    begin
                        if(password[11:8] == down)
                            next_state = ThreeCorr;
                        else 
                            next_state = ThreeWrong;
                    end
                end
         ThreeCorr:
                begin
                    color_select = 2'b01;
                    if(left_btn)
                    begin  
                        if(password[15:12] == left)
                            next_state = FourCorr;
                        else 
                            next_state = FourWrong;  
                    end else if (right_btn)
                    begin
                        if(password[15:12] == right)
                            next_state = FourCorr;
                        else 
                            next_state = FourWrong;
                    end else if (up_btn)
                    begin
                        if(password[15:12] == up)
                            next_state = FourCorr;
                        else
                            next_state = FourWrong;    
                    end else if (down_btn)
                    begin
                        if(password[15:12] == down)
                            next_state = FourCorr;
                        else 
                            next_state = FourWrong;
                    end
                end
         FourCorr:
                begin
                   color_select = 2'b10; 
                   password = next_pass;       
                end
             OneWrong:
                begin
                    color_select = 2'b01;
                    if(left_btn | right_btn | up_btn | down_btn)
                        next_state = TwoWrong;
                end           
              TwoWrong:
                begin
                    color_select = 2'b01;
                    if(left_btn | right_btn | up_btn | down_btn)
                        next_state = ThreeWrong;
                end    
              ThreeWrong:
                begin
                    color_select = 2'b01;
                    if(left_btn | right_btn | up_btn | down_btn)
                        next_state = FourWrong;
                end    
          FourWrong:
                begin
                    color_select = 2'b00;
                end
         default: begin
         end       
        endcase
    end
endmodule
`timescale 1ns / 1ps
module led_color_rygb(
		 input clk,
		 input reset,
		 input [1:0] color,
		 output reg led_r,
		 output reg led_g,
		 output reg led_b
		 );
   parameter RED = 0;
   parameter YELLOW = 1;
   parameter GREEN = 2;
   parameter BLUE = 3;
   wire			pwm_12p5;
   wire         pwm_25;
   pwm_gen u1 (clk, reset, pwm_12p5, pwm_25);
   always @(*)
     case (color)
       RED:  
	 begin
	    led_r = pwm_25;
	    led_g = 0;
	    led_b = 0;
	 end
       YELLOW:  
	 begin
	    led_r = pwm_25;
	    led_g = pwm_12p5;
	    led_b = 0;
	 end
       GREEN:  
	 begin
	    led_r = 0;
	    led_g = pwm_25;
	    led_b = 0;
	 end
       BLUE:  
	 begin
	    led_r = 0;
	    led_g = 0;
	    led_b = pwm_25;
	 end
     endcase       
endmodule   
`timescale 1ns / 1ps
module pwm_gen(
		 input clk,
		 input reset,
		 output pwm_12p5,
		 output pwm_25
		 );
   reg [11:0]	pwm_cnt;
   always @(posedge clk or posedge reset)
     if (reset)
       pwm_cnt <= 0;
     else
       pwm_cnt <= pwm_cnt + 1;
   assign pwm_12p5 = pwm_cnt[11] & pwm_cnt[10] & pwm_cnt[9];
   assign pwm_25 = pwm_cnt[11] & pwm_cnt[10];
endmodule
==> run.sh <==
#!/bin/bash
# OpenROAD 26Q1-2900-gdf79404cd8, Yosys 0.63+post, stock flow scripts
make -C /OpenROAD-flow-scripts/flow DESIGN_CONFIG=/design/flow/config.mk WORK_HOME=/design/flow/orfs finish
==> config.mk <==
export PLATFORM = sky130hd
export DESIGN_NAME = combo_lock
export DESIGN_NICKNAME = combo_lock
export VERILOG_FILES = /design/flow/design.v
export SDC_FILE = /design/flow/constraint.sdc
export NUM_CORES = 4
export LEC_CHECK = 1
export CORE_UTILIZATION = 50
==> constraint.sdc <==
current_design combo_lock

set clk_period 1.3
set clk_io_pct 0.2

create_clock -name clk0 -period $clk_period [get_ports {clk}]

set non_clock_inputs [all_inputs -no_clocks]
set_input_delay [expr $clk_period * $clk_io_pct] -clock clk0 $non_clock_inputs
set_output_delay [expr $clk_period * $clk_io_pct] -clock clk0 [all_outputs]
==> deck_impl_summary.md <==
Run Summary

Setup path
  – Critical Path AT: 1.91 ns
  – Critical path launch point type: flop
  – Worst Path Required: 1.52 ns
  – Critical Setup Path Class: flop to flop
  – Setup crit end kind: flop
  – Crit-path max FO: 6

Global routing
  – GRT overflow: 0
  – Pin count of the biggest net entering global routing: 18
  – Vias in the first global route: 1,985
  – All-Layer GR Usage: 24.98%
  – First-pass GRT wire length: 9.197 mm
  – Initial antenna violation count: 0

Logic synthesis
  – Netlist cell types: 49
  – Top cells by count: nand2_1 (31), nor2_1 (19), dfxtp_1 (18), dfrtp_1 (16), edfxtp_1 (16)
  – Count of library flops with an enable pin: 16
  – Yosys Warn Count: 4
  – Register area share after synthesis: 53.28%
  – # Cells Yosys: 232
  – Area leader, netlist: edfxtp_1
  – Dominant flop cell: dfxtp_1
  – Area leader share: 20.62%
  – Most common cell in the netlist: nand2_1
  – Syn avg cell area: 10.04 um2
  – Ys async rst share: 32.00%
  – Top cells by area: edfxtp_1 (21%), dfrtp_1 (17%), dfxtp_1 (15%)
  – Flops after synth: 50
  – Post-synthesis cell count: 232
  – Post-Syn Area: 0.002330 mm2
  – YS chip area: 0.002330 mm2

Final timing
  – Worst Skew: 0.004113 ns
  – Worst slew pin tran: 0.3309 ns
  – Minimum clock period: 1.693 ns
  – Setup violations, final: 35
  – Slew Viols, Final: 0
  – Final Hold Violation Tally: 0
  – Cycle use final: 130.2%
  – Final WS setup: -0.3928 ns
  – Fmax: 590.7 MHz
  – Rel. slew slack: 77.75%
  – RSZ-0062 raised after global routing: true

Drt
  – DRC Markers: 0
  – Per-cell routed wire length: 15.46 um
  – Detailed Route WL: 5.938 mm
  – Count of inserted antenna diode cells: 0
  – Drt pass-1 iters: 4
  – Vias per inst: 5.479
  – Via count: 2,104
  – ANT nets after route: 0
  – Initial DRC count: 110

Final layout
  – Post-Layout Cell Count: 384
  – Max reg flops: 16
  – Top flop regs: fsm1.password x16, led1.u1.pwm_cnt x12, fsm1.state x4
  – Reg with most FFs: fsm1.password
  – Filler cells: 247
  – Layout Area Growth over Synthesis: 52.42%
  – Share of layout cells above drive strength 1: 44.88%

Power
  – Internal power: 2.151 mW
  – Clock share of power: 32.8%
  – Net Sw Frac: 23.53%
  – Combinational power share: 8.5%
  – Sequential fraction of design power: 58.7%
  – NetSw: 662.0 uW
  – P per Cell Area: 792.3 mW/mm2
  – Pleak: 1.510 nW
  – Peak VDD IR: 0.7603 mV
  – Tot Pwr: 2.813 mW

Outcome
  – Failing checks: setup timing
  – Status: complete, but fails checks

Floorplan
  – Row cnt: 24
  – I/O pins: 14
  – Die Height: 70.26 um
  – Die X-Extent: 70.26 um
  – Die ar.: 0.004936 mm2
  – Fp util: 52.78%
  – Core area: 0.004414 mm2

Placed design
  – Placed Cells: 352
  – Port bufs: 13
  – Detail Placement HPWL: 3.976 mm
  – GPL Wtd Cong: 0.9818

Clock tree
  – Clk pin slew, worst setup/hold paths: 0.09 ns
  – Root buffer cell: clkbuf_8
  – H-tree levels: 2
  – Hold Buf Count CTS: 0
  – Clk latency late pin: 0.30 ns
  – Num CTS Buffers: 5
  – CTS Sinks: 50
  – TritonCTS clock tree: built
  – Worst-case clock buffer depth: 2

Run
  – # Max-Cap Violations: 0
  – Log Warnings: 30

Hold path
  – Hold crit path type: flop to flop
==> worst max-delay path, cell delays in order (launching register included) <==
cell     delay (ns)
dfxtp_2        0.33
and3b_2        0.27
or4_4          0.43
or2_0          0.21
o32a_1         0.17
a32oi_1        0.20
==> cell usage in the layout (no fill, tap or decap), types with 6 or more instances in the layout <==
| cell type | instances |
|---|---|
| buf_4 | 65 |
| nor2b_1 | 6 |
| xnor2_1 | 7 |
| nor2_1 | 13 |
| dfxtp_2 | 6 |
| nand2_1 | 27 |
| clkdlybuf4s50_1 | 7 |
| nand3b_1 | 7 |
| edfxtp_1 | 16 |
| nand3_1 | 6 |
| dfrtp_1 | 13 |
| nand2b_1 | 7 |
| dfxtp_1 | 12 |
| buf_6 | 24 |
==> what timing repair did <==
action                                  CTS  global route
endpoints found under the setup margin   38            45
buffers inserted                         13            14
gates cloned                              1             1
endpoints found under the hold margin     0             0
pin swaps                                10            13
resized                                  50            42
==> final timing paths <==
path                                  start                 end  slack, ns  depth (start not counted)
max                        right_b.Q_reg[1]       fsm1.state[2]      -0.39                          5
min                        clear_b.Q_reg[0]    clear_b.Q_reg[1]       0.35                          0
max reg2reg                right_b.Q_reg[1]       fsm1.state[2]      -0.39                          5
min reg2reg                clear_b.Q_reg[0]    clear_b.Q_reg[1]       0.35                          0
max in group asynchronous  clear_b.Q_reg[1]  led1.u1.pwm_cnt[6]       0.63                          5
min in group asynchronous  clear_b.Q_reg[2]       fsm1.state[1]       0.42                          4
==> layout make-up <==
class                      instances  area, um2  area share (%)
sequential                        50       1252           35.27
multi-input combinational        165       1241           34.95
clock inverter                     3      22.52          0.6342
clock buffer                       5      68.82           1.938
tap                               52      65.06           1.832
timing repair buffer             103      878.3           24.74
inverter                           6      22.52          0.6342
==> metal layers <==
| metal | GRT usage [%] | share of wire [%] | vias to the layer above |
|---|---|---|---|
| met5 | 0 | 0 | - |
| met4 | 4.000 | 1.2 | 0 |
| met3 | 6.277 | 4.7 | 8 |
| met2 | 36.93 | 46 | 57 |
| met1 | 40.82 | 48 | 998 |
| li1 | - | - | 1041 |
==> power by group through the flow <==
stage     logic (mW)  registers (mW)  clock network, mW
4_1_cts        0.208            1.65              0.942
6_report       0.240            1.65              0.922
5_1_grt        0.258            1.66               1.01
==> metrics by stage <==
| stage | setup WS [ns] | hold slack, ns | instance area [um2] | util [%] | TNS [ns] |
|---|---|---|---|---|---|
| global route | -0.4584 | 0.3665 | 3551 | 80.44 | -9.759 |
| finish | -0.3928 | 0.3521 | 3551 | 80.44 | -7.063 |
| global placement | -0.3442 | 0.3399 | 3082 | 69.81 | -6.354 |
| floorplan | -0.3631 | 0.2517 | 2464 | - | -4.334 |
| detailed placement | -0.3685 | 0.3380 | 3082 | 69.81 | -7.047 |
| CTS | -0.3791 | 0.3570 | 3358 | 76.08 | -5.305 |
==> logic make-up after synthesis <==
kind of cell	share of synthesized area (%)
flip-flops	53.28
XOR/XNOR	4.135
AND-OR/OR-AND	11.82
multiplexers	2.148
AND/OR/NAND/NOR	25.03
buffers and inverters	3.061
adder cells (fa/ha/maj)	0.5370
Power figures rest on the tool's default switching activity, not on a simulated workload.
